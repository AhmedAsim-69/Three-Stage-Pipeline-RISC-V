$ cat design.v
module alu(
        A, B,             
        ALU_Sel,
        ALU_Out 
        );
    input [31:0] A,B;             
    input [3:0] ALU_Sel;
    output logic [31:0] ALU_Out;
    always_comb 
    begin
        case(ALU_Sel)
            4'b0000 : ALU_Out = A + B;                                           
            4'b1000 : ALU_Out = A + (~B) + 1'b1;                                 
            4'b0111 : ALU_Out = A & B;                                           
            4'b0110 : ALU_Out = A | B;                                           
            4'b0100 :  ALU_Out = A^B;                                            
            4'b0011 : ALU_Out = (A < B)? 32'd1 : 32'd0;                          
            4'b0010 : ALU_Out = ($signed(A) < $signed(B))? 32'd1 : 32'd0;        
            4'b0101 : ALU_Out = A >> B[4:0];                                     
            4'b1101 : ALU_Out = A >>> B[4:0];                                    
            4'b0001 : ALU_Out = A << B[4:0];                                     
            4'b1111 : ALU_Out = B;                                               
            default: ALU_Out = 0; 
        endcase
    end
endmodule
$ cat run.sh
#!/bin/bash
# OpenROAD 26Q1-2900-gdf79404cd8, Yosys 0.63+post, stock flow scripts
make -C /OpenROAD-flow-scripts/flow DESIGN_CONFIG=/design/flow/config.mk WORK_HOME=/design/flow/orfs finish
$ cat config.mk
export PLATFORM = sky130hd
export DESIGN_NAME = alu
export DESIGN_NICKNAME = alu
export VERILOG_FILES = /design/flow/design.v
export SDC_FILE = /design/flow/constraint.sdc
export NUM_CORES = 4
export LEC_CHECK = 1
export CORE_UTILIZATION = 40
$ cat constraint.sdc
current_design alu

set clk_period 21.1
set clk_io_pct 0.2

create_clock -name clk0 -period $clk_period

set non_clock_inputs [all_inputs -no_clocks]
set_input_delay [expr $clk_period * $clk_io_pct] -clock clk0 $non_clock_inputs
set_output_delay [expr $clk_period * $clk_io_pct] -clock clk0 [all_outputs]
==> ci_impl_report.md <==
### Metrics collected by this job

| Metric | Value |
|---|---|
| Crit path DAT | about 8.6 ns |
| Flop count | 0 |
| First-pass GRT wire length | 63140 um |
| Top post-synthesis cells by area | ha_1, mux4_2, mux2i_1, nor2_1, a21oi_1 |
| Cts hold-fix bufs | 0 |
| Fillers | 2228 |
| Drt wl/cell | ~27 um |
| Initial core utilization | 0.4109 |
| First-pass DRT Iterations | 5 |
| Worst min path class | primary input to output port |
| Clock buffer count | 0 |
| Final setup viols | 0 |
| Vias/cell | between 6 and 7 |
| Met1 Use GR | 0.5374 |
| Final Hold Viols | 0 |
| Post-Syn Instances | about 1200 |
| Fmax | 77.78 MHz |
| CP Class | primary input to output port |
| Largest net degree at the start of global routing | approximately 60 |
| Warnings, synthesis | 1 |
| Share of cells above drive strength 1 | 0.08287 |
| Pwr dens | between 20 and 30 mW/mm^2 |
| Setup crit end kind | output port |
| Initial antenna violation count | 0 |
| PortBufs | about 100 |
| P&R area growth vs syn | 12.62% |
| Most used routing layer | met2 |
| Remaining Overflow, GRT | 0 |
| Worst-margin pin slew | roughly 1 ns |
| Post-Layout Inst Area | 0.009789 sq mm |
| OpenROAD warnings | between 90 and 100 |
| DR vias | about 10000 |
| Yosys top cell by instances | nor2_1 |
| Cell Area, Placed | between 0.009 and 0.01 sq mm |
| Synth area leader | ha_1 |
| Cts repair resizes | 0 |
| Yosys cell types | ~85 |
| Core box area | 0.02115 sq mm |
| DRC | 0 |
| GR Util met2 | 0.6060 |
| Crit path max fanout | 12 |
| ANT nets after route | 0 |
| Routability cong. | around 1.1 |
| Syn Area/Cell | around 7.0 sq um |
| Worst EP required | 16.88 ns |
| Period utilization | 0.6093 |
| Final hold slack | between 9 and 10 ns |
| Critical path origin | B[4] |
| Post-synth top cells | nor2_1, ha_1, a21oi_1, inv_1, o21ai_0 |
| Top-area cell share | 0.1396 |
| Slew HR | 0.3281 |
| HP Start | B[3] |
| Number of global-route vias before repair | 9811 |
| DPL Wire Length | 33110 um |
| Site Rows | approximately 53 |
| Syn Std Cell Area | about 0.0087 sq mm |
| Tmin final | 12.86 ns |
| Yosys cell count | around 1200 |
| Met3 Usage GRT | 0.06988 |
| Setup Fix Bufs, Post-CTS | 0 |
| Leakage | roughly 0.0040 uW |
| Setup TNS | 0 ns |
| Aggregate global-route resource usage | 0.3895 |
| Synth Seq Share | 0 |
| Starting DRT DRC Count | 1198 |
| Die Wd | 149.4 um |
| RSZ-0062 raised after global routing | no |
| Chip height | 149.4 um |
| Number of max-cap violations | 0 |
| Peak supply drop | 0.01375 mV |
| Chip area | approximately 0.022 sq mm |
| Storage cell area | 0 sq um |
| Worst setup SP type | primary input |
| YS chip area | ~0.0087 sq mm |
| Outcome | completed |
| Max-slew violations | 0 |
| # IOs | around 100 |
| WL final | about 42000 um |
| ANT cells | 0 |
routing by layer:
layer  routed length (um)  up-vias  share of wire
met5                    0        -              0
met4                 2042        0          0.048
met3                 3806      106          0.090
met2                18990      589           0.45
met1                17500     4947           0.41
li1                     -     4781              -
worst max-delay path, cell delays in order:
cell and delay [ns]:
clkdlybuf4s50_1 0.82, inv_1 0.26, ha_1 0.46, nor2_1 0.18
o21a_1 0.17, o311ai_1 0.20, a211o_1 0.38, a31oi_1 0.48
a31oi_1 0.25, o2111ai_1 0.47, o2111ai_1 0.26, clkdlybuf4s50_1 0.48
report_power, final:
group	total [uW]	switching [uW]	internal (uW)
sequential	0	0	0
combinational	272	165	107
clock	0	0	0
total	272	165	107
cell usage in the layout (no fill, tap or decap), drive strengths merged, types with 5 or more instances in the layout:
cell type      count
a31oi             15
inv               96
o22ai             17
and3               7
nor3              31
xnor2             13
buf               29
ha                97
and2              11
a211oi            21
clkdlybuf4s50     96
a22oi             14
a2111oi            6
a21oi             93
o21a               5
a222oi            17
o21bai            10
a211o              6
mux2i             65
nand4             18
mux2              10
or3                9
o21ai             94
a21o              22
nand3             21
nand2b            13
nor2b             12
a221oi            10
o31ai             15
nor4              12
o221ai            21
mux4              42
o211ai            24
nand2             88
nor2             130
area by class of cell:
class,instances,area [sq um],share of cell area
Timing Repair Buffer,125,1171,0.1196
Tap cell,275,344.1,0.03515
Inverter,97,364.1,0.03719
Multi-Input combinational cell,1045,7910,0.8080
cells by family (layout without fill, tap and decap cells):
group | after synthesis | count (layout) | synth area share
compound gates | 443 | 443 | 0.3491
xor+xnor | 17 | 17 | 0.01713
fa+ha+maj | 99 | 99 | 0.1442
buf+inv | 194 | 222 | 0.09256
mux | 117 | 117 | 0.1966
simple gates | 369 | 369 | 0.2004
per-stage QoR:
step           power (uW)  setup WS [ns]  cells    util
2_1_floorplan       162.3          9.664   1239       -
3_3_place_gp        266.4          8.323   1542  0.4628
3_5_place_dp        264.4          8.336   1542  0.4628
4_1_cts             266.0          8.337   1542  0.4628
5_1_grt             291.5          8.067   1542  0.4628
6_report            272.3          8.243   1542  0.4628
final timing paths:
path  depth (start not counted)         end  slack (ns)
max                          12  ALU_Out[0]        8.24
min                           6  ALU_Out[3]        9.45
Power and IR drop assume default switching activity.
