**design.v**
```verilog
module mux4x1 (
    wb_sel,
    PC_4, ALU_Out, r_data, csr_rdata,
    out_data
);
    input [1:0] wb_sel;
    input [31:0] PC_4, ALU_Out, r_data, csr_rdata;
    output logic [31:0] out_data;
    always_comb begin 
        case (wb_sel)
            2'b00 : out_data <= ALU_Out;
            2'b01 : out_data <= r_data;
            2'b10 : out_data <= PC_4;
            2'b11 : out_data <= csr_rdata;
        endcase
    end
endmodule
```
**run.sh**
```bash
#!/bin/bash
# OpenROAD 26Q1-2900-gdf79404cd8, Yosys 0.63+post, stock flow scripts
make -C /OpenROAD-flow-scripts/flow DESIGN_CONFIG=/design/flow/config.mk WORK_HOME=/design/flow/orfs finish
```
**config.mk**
```make
export PLATFORM = sky130hd
export DESIGN_NAME = mux4x1
export DESIGN_NICKNAME = mux4x1
export VERILOG_FILES = /design/flow/design.v
export SDC_FILE = /design/flow/constraint.sdc
export NUM_CORES = 4
export LEC_CHECK = 1
export CORE_AREA = 10 10 76 76
export DIE_AREA = 0 0 86 86
```
**constraint.sdc**
```tcl
current_design mux4x1

set clk_period 1.0
set clk_io_pct 0.2

create_clock -name clk0 -period $clk_period

set non_clock_inputs [all_inputs -no_clocks]
set_input_delay [expr $clk_period * $clk_io_pct] -clock clk0 $non_clock_inputs
set_output_delay [expr $clk_period * $clk_io_pct] -clock clk0 [all_outputs]
```
==> metrics.log <==
[metrics] run summary
[metrics] I/O Buffers: ~160
[metrics] Final Routed Wirelength: 6.10 mm
[metrics] power density normalized to cell area: 366 nW/um^2
[metrics] number of antenna violations at the first check in global routing: 3
[metrics] number of library cell types mapped by synthesis: 5
[metrics] Final Slew Violations: 0
[metrics] routed via count: about 1,200
[metrics] status: finished with violations
[metrics] fraction of synthesized cell area taken by the top area cell type: about 83%
[metrics] post-synth design cell area: 815 um^2
[metrics] Syn Area/Cell: about 21 um^2
[metrics] hold-critical path endpoint: out_data[27]
[metrics] Setup WS pre-CTS: -0.912 ns
[metrics] final setup violation count: 32
[metrics] unrepaired setup endpoints after global routing: yes
[metrics] number of global-route vias before repair: 1,466
[metrics] first-pass iteration count of the detailed router: 4
[metrics] gr ovfl total: 0
[metrics] overall routing resource usage: 16.4%
[metrics] number of standard cells reported by yosys: 39
[metrics] Final WS setup: -0.359 ns
[metrics] number of OpenROAD warnings: 36
[metrics] Syn-to-layout area delta: 186%
[metrics] count of max-cap constraint violations: 0
[metrics] cell accounting for the most synthesized area: mux4_2
[metrics] layout cell share with drive strength beyond 1: between 30% and 40%
[metrics] post-detailed-placement half-perimeter wirelength: 5.25 mm
[metrics] Min Clock Period, post-route: 1.36 ns
[metrics] Period Utilization, post-route: 136%
[metrics] instance count of the mapped netlist: 39
[metrics] number of filler instances in the final layout: 411
[metrics] Startpoint Class: input pin
[metrics] Top-Level Pins: 162
[metrics] worst-path fanout max: 7
[metrics] final total power: between 0.8 and 0.9 mW
[metrics] Max rail drop VDD: between 150 and 200 uV
[metrics] remaining number of nets flagged by the antenna check after routing: 0
[metrics] number of design-rule violations left by the first detailed-router iteration: 32
[metrics] worst min path class: in2out
[metrics] sequential cell area in the final layout: 0 um^2
[metrics] Vert. Die Dim: ~86 um
[metrics] Chip Footprint: 7400 um^2
[metrics] global placement routability congestion: between 0.8 and 0.9
[metrics] Area contributors post-synth: mux4_2 83%, buf_12 7.4%, mux4_1 6.5%, buf_2 1.8%, buf_6 1.4%
[metrics] average routed wire per standard cell: around 23 um
[metrics] maximum clock frequency: 736 MHz
[metrics] Arr. time, crit path: about 1.2 ns
[metrics] global-route wire length before repair: 9.14 mm
[metrics] Flops: 0
[metrics] Synth Seq Share: 0%
[metrics] die x size: 86 um
[metrics] Worst Hold Depth: 3
[metrics] core footprint: between 4000 and 5000 um^2
[metrics] count of final hold-check violations: 0
[metrics] drc violations: 0
[metrics] synthesis area per yosys: 815 um^2
[metrics] starting utilization of the core area: 19.8%
[metrics] via-per-instance ratio: 4.63
[metrics] FP Rows: 23
[metrics] worst path required time: 0.80 ns
[metrics] maximum number of pins on one net before global-route repair: 17
[metrics] Clock buffer cells: 0
[metrics] kind of end point of the critical path: output pin
[metrics] static leakage: about 1.1 nW
[metrics] yosys warns: 1
[metrics] Hold Startpoint: PC_4[27]
[metrics] Worst Setup Path Type: in2out
[metrics] max-slew headroom at the worst pin: 92.8%
[metrics] worst slew pin tran: 0.108 ns
[metrics] violated checks: setup timing
## Yosys cell counts
library cell and count:
mux4_2 30, mux4_1 2, buf_12 3, buf_6 1
buf_2 3
## how the worst max path moves through the flow
stage                     start           to  slack (ns)  cells past startpoint
final                 wb_sel[0]  out_data[1]       -0.36                      5
after CTS             wb_sel[0]  out_data[1]       -0.37                      5
after global routing  wb_sel[0]  out_data[1]       -0.39                      5
## layout make-up
type	instances	area, um^2	area share (%)
antenna	3	7.51	0.323
tap	50	62.6	2.69
multi-input combinational	32	721	31.0
timing repair buffer	175	1540	66.0
## cell families (layout without fill, tap and decap cells)
family       count (synthesis)  after routing  share of synthesized area, %
other cells                  0              3                             0
mux                         32             32                          89.4
buf+inv                      7            175                          10.6
## through the flow
stage               area, um^2  hold WS [ns]  TNS, ns  instances  utilization [%]
floorplan                  823         0.486    -2.75         39                -
global placement          2480          1.31   -28.27        249             60.3
detailed placement        2480          1.32   -28.49        249             60.3
CTS                       2310         0.889    -9.37        256             56.2
global route              2330         0.894   -10.04        260             56.6
finish                    2330         0.882    -9.02        260             56.6
## where the power goes
part           leakage [nW]  switching [mW]  internal, mW
sequential                0               0             0
combinational          1.13           0.219         0.633
clock             0.0000190               0   0.000000401
## routing by layer
metal | vias to the layer above | track usage (%) | wire length (um)
li1 | 550 | - | -
met1 | 564 | 18.1 | 2060
met2 | 90 | 28.3 | 3190
met3 | 0 | 9.15 | 848
met4 | 0 | 0.749 | 0
met5 | - | 0 | 0
## worst max-delay path, cell delays in order
cell	delay [ns]
buf_12	0.12
buf_16	0.13
buf_6	0.09
mux4_2	0.47
buf_2	0.14
## what timing repair did
action | CTS | global route
cloned | 4 | 0
setup endpoints to repair | 32 | 32
setup buffers | 3 | 1
hold buffers | 0 | 0
resized | 248 | 0
endpoints found under the hold margin | 0 | 0
## layout by cell type, fill, tap and decap left out, drive strengths merged
master / instances
dlygate4sd2: 128
buf: 46
mux4: 32
diode: 3
bufbuf: 1
Power and IR drop assume default switching activity.
