==> flow/design.v <==
module Program_Counter(
    clk, reset, stall,
    br_taken, epc_taken, opcode,
    ALU_Out, epc_evec,
    PC
);
input clk, reset, stall;
input br_taken, epc_taken;
input [6:0] opcode;
input [31:0] ALU_Out, epc_evec;
output logic [31:0] PC;
always_ff @( posedge clk ) begin
        if(reset) PC <= 0;
        else if(!stall | stall ==='x | stall ==='z ) begin
            if (br_taken) PC <= ALU_Out;
            else if ((opcode == 7'b1100111) | (opcode == 7'b1101111)) PC <= ALU_Out;
            else if (epc_taken) PC <= epc_evec;
            else PC <= PC + 4;
        end
    end
endmodule
==> flow/run.sh <==
#!/bin/bash
# OpenROAD 26Q1-2900-gdf79404cd8, Yosys 0.63+post, stock flow scripts
make -C /OpenROAD-flow-scripts/flow DESIGN_CONFIG=/design/flow/config.mk WORK_HOME=/design/flow/orfs finish
==> flow/config.mk <==
export PLATFORM = sky130hd
export DESIGN_NAME = Program_Counter
export DESIGN_NICKNAME = Program_Counter
export VERILOG_FILES = /design/flow/design.v
export SDC_FILE = /design/flow/constraint.sdc
export NUM_CORES = 4
export LEC_CHECK = 1
export CORE_UTILIZATION = 30
==> flow/constraint.sdc <==
current_design Program_Counter

set clk_period 5.0
set clk_io_pct 0.2

create_clock -name clk0 -period $clk_period [get_ports {clk}]

set non_clock_inputs [all_inputs -no_clocks]
set_input_delay [expr $clk_period * $clk_io_pct] -clock clk0 $non_clock_inputs
set_output_delay [expr $clk_period * $clk_io_pct] -clock clk0 [all_outputs]
==> impl_metrics.env <==
# source this file to load flow results
export IMPL_postSynth_asyncResetShare_pct=0
export IMPL_criticalPathCategory="in2reg"
export IMPL_final_min_clock_period_ns=2.96
export IMPL_cts_repair_timing_setup_buffer_count=0
export IMPL_crit_fanout=22
export IMPL_drt_first_pass_iters=18
export IMPL_tool_warnings=27
export IMPL_cts_root_buf="clkbuf_8"
export IMPL_top_register="PC"
export IMPL_clock_sink_count=32
export IMPL_flop_cell="dfxtp_1"
export IMPL_grt_pass1_wl_mm=10.3
export IMPL_cell_count_after_synthesis=250
export IMPL_clock_tree_from_tritoncts="done"
export IMPL_setup_violations_final=0
export IMPL_dieWidth_um=84.9
export IMPL_worstSkewPairLatency_ns=0.28
export IMPL_cts_hold_buffers=0
export IMPL_largest_register_ffs=32
export IMPL_core_area_um2=6490
export IMPL_die_height_um=84.9
export IMPL_worst_setup_path_end_kind="flop"
export IMPL_detailedPlace_worstSlack_ns=1.76
export IMPL_setup_ws_ns=2.04
export IMPL_reg2regPathDepth=6
export IMPL_first_global_vias=2070
export IMPL_placement_rows=29
export IMPL_grt_use_met2_pct=28.8
export IMPL_gp_routability_congestion=0.824
export IMPL_final_fill_count=637
export IMPL_fin_tns_setup_ns=0
export IMPL_critPathMaxStageDelay_ns=0.48
export IMPL_critical_path_buffers_and_inverters=2
export IMPL_cts_clk_slew_worst_paths_ns=0.07
export IMPL_detailedRoute_firstIterationViolations=88
export IMPL_final_instance_count_excl_fill=426
export IMPL_yosys_register_bits=32
export IMPL_critPathArrivalTime_ns=3.11
export IMPL_post_route_cells_drive_above_1_share_pct=5.44
export IMPL_hold_path_class="reg2reg"
export IMPL_ctsHtreeMaxLevel=2
export IMPL_insertedDiodeCount=0
export IMPL_unrepaired_setup_endpoints_after_global_routing="false"
export IMPL_dr_total_vias=2211
export IMPL_run_status="complete, no violations"
export IMPL_place_port_buffers=105
export IMPL_timing_max_transition_violations_final=0
export IMPL_post_drt_wl_per_cell_um=15.1
export IMPL_critPathLaunchType="input pin"
export IMPL_clock_fmax_mhz=338
export IMPL_busiest_layer="met2"
export IMPL_hold_path_endpoint="PC[1]"
export IMPL_crit_family="buffers and inverters"
export IMPL_viasPerCell=5.19
export IMPL_place_inst=419
export IMPL_grtUsageTotal_pct=18.2
export IMPL_global_route_overflow_total=0
export IMPL_pin_count_of_the_biggest_net_entering_global_routing=36
export IMPL_irDropWorstVdd_mv=0.0909
export IMPL_power_density_nw_per_um2=206
export IMPL_ys_cells=250
export IMPL_cp_required_ns=5.15
export IMPL_post_cts_resize_count=0
export IMPL_reg2reg_setup_slack_ns=2.77
export IMPL_numCtsBuffers=5
export IMPL_area_growth_pct=54.5
export IMPL_skew_ns=0.00852
export IMPL_antenna_found_initial=0
export IMPL_synth_edff_count=0
export IMPL_worst_hold_startpoint="PC[1]"
export IMPL_holdPathStages=2
export IMPL_cellLeakagePower_nw=1.16
export IMPL_r2r_start="PC[2]"
export IMPL_yosysChipArea_um2=2060
export IMPL_io_pin_count=108
export IMPL_max_slew_margin_rel_pct=42.9
export IMPL_timing_final_hold_violations=0
export IMPL_crit_path_top_delay_cell="a31o_2"
export IMPL_ys_seq_share_pct=31.1
export IMPL_grt_met1_usage_pct=27.0
export IMPL_timing_worst_slew_pin_value_ns=0.854
export IMPL_ctsLongestPathBuffers=2
export IMPL_drv_cap=0
export IMPL_dp_hpwl_mm=4.58
export IMPL_mappedNetlistArea_um2=2060
export IMPL_rr_endpoint="PC[28]"
export IMPL_routed_wl_mm=6.44
export IMPL_synth_cell_types=38
export IMPL_post_route_period_util_pct=59.2
export IMPL_crit_path_cell_trace="clkdlybuf4s50_1 > and4b_1 > a31o_2 > buf_4 > nor2_1 > nand2_1 > o22ai_1"
export IMPL_use_met3_pct=3.85
export IMPL_detail_route_drc_violations=0
export IMPL_ant_nets=0
export IMPL_die_area_um2=7200
export IMPL_post_synth_cell_area_avg_um2=8.24
export IMPL_biggestRegsByFlops="PC (32)"
export IMPL_synth_yosys_warnings=2
export IMPL_fp_util_pct=31.7
area by class of cell:
type,count,area (µm²),share of cell area [%]
well taps,77,96.3,3.03
multi-input cells,198,1270,40.1
repair buffers,109,1080,34.0
flip-flops and latches,32,641,20.1
clock inverters,1,5.00,0.157
inverters,3,11.3,0.354
clock buffers,6,72.6,2.28
routing by layer:
metal	wire length [µm]	part of all wire [%]	up-vias
met5	0	0	-
met2	2860	44	72
met1	3120	49	1020
li1	-	-	1115
met3	407	6.3	4
met4	48	0.75	0
placed cells by master, fill, tap and decap left out, types with 3 or more instances in the layout:
cell type | synthesis | layout
clkdlybuf4s50_1 | 0 | 105
xnor2_1 | 7 | 7
a221oi_1 | 6 | 6
o22ai_1 | 7 | 7
nor2_1 | 13 | 13
and3_1 | 10 | 10
xor2_1 | 19 | 19
clkbuf_8 | 5 | 5
nand4_1 | 10 | 10
o21ai_0 | 15 | 15
a31oi_1 | 5 | 4
nand3_1 | 12 | 12
o211ai_1 | 4 | 4
a21oi_1 | 20 | 20
nand2b_1 | 3 | 3
inv_1 | 3 | 3
nor3_1 | 7 | 7
dfxtp_1 | 32 | 32
a211oi_1 | 5 | 5
nand2_1 | 30 | 30
a221oi_2 | 3 | 3
buf_4 | 0 | 4
mux2i_1 | 5 | 5
report_power, final:
| part | internal (W) | switching [W] | total [W] |
|---|---|---|---|
| Clock | 0.0000946 | 0.0000966 | 0.000191 |
| Sequential | 0.000274 | 0.0000228 | 0.000297 |
| Combinational | 0.000111 | 0.0000563 | 0.000167 |
| Total | 0.000480 | 0.000176 | 0.000655 |
Yosys cell counts (5+ instances only):
master    number  share of area [%]
clkbuf_1       9                1.6
a211oi_1       5                1.8
xnor2_1        7                3.0
and3_1        10                3.0
nand3_1       12                2.9
o21ai_0       15                3.6
a31oi_1        5                1.5
nand2_1       30                5.5
nor2_1        13                2.4
a21oi_1       20                4.9
o22ai_1        7                2.1
dfxtp_1       32                 31
mux2i_1        5                2.4
a221oi_1       6                2.6
nand4_1       10                3.0
clkbuf_8       5                3.3
nor3_1         7                1.7
xor2_1        19                8.1
tightest hold or removal path, delay by kind of cell (launching register included):
family / cells / cell delay, ns
muxes: 1 / 0.12
DFF: 1 / 0.31
AOI/OAI and AO/OA: 1 / 0.08
how the worst max path moves through the flow:
stage	startpoint	endpoint	depth (start not counted)
4_1_cts	opcode[0]	PC[24]	7
5_1_grt	opcode[4]	PC[29]	7
6_report	opcode[0]	PC[24]	7
per-stage QoR:
step                      hold slack (ns)  total power, W  util (%)  area (µm²)
after floorplan                     0.502        0.000365         -        2060
after global placement              0.543        0.000469      47.8        3100
after detailed placement            0.541        0.000470      47.8        3100
after CTS                           0.559        0.000665      49.0        3180
after global routing                0.597        0.000697      49.0        3180
final                               0.553        0.000655      49.0        3180
logic make-up (layout without fill, tap and decap cells):
kind of cell | Yosys count | in the layout | synth area share, %
buffers and inverters | 20 | 119 | 7.29
AND-OR/OR-AND | 69 | 69 | 21.6
flip-flops | 32 | 32 | 31.1
XOR/XNOR | 26 | 26 | 11.1
AND/OR/NAND/NOR | 97 | 97 | 25.9
multiplexers | 5 | 5 | 2.43
adder cells (fa/ha/maj) | 1 | 1 | 0.607
Power is estimated from default activity; no workload was simulated.
